**design/flow/config.mk**
```make
export PLATFORM = sky130hd
export DESIGN_NAME = slide_intf
export DESIGN_NICKNAME = slide_intf
export VERILOG_FILES = /design/flow/design.v
export SDC_FILE = /design/flow/constraint.sdc
export NUM_CORES = 4
export LEC_CHECK = 1
export CORE_UTILIZATION = 40
```
**design/flow/design.v**
```verilog
module A2D_intf(clk, rst_n, strt_cnv, chnnl, a2d_SS_n, SCLK, MOSI, MISO, cnv_cmplt, res);
	input clk, rst_n, strt_cnv, MISO;
	input [2:0] chnnl;
	output logic a2d_SS_n, SCLK, MOSI, cnv_cmplt;
	output logic [11:0] res;
	logic snd, txn_end;
	logic [15:0] cmd;
	logic done;
	logic [15:0] resp;
	SPI_mnrch SPI_intf(.clk(clk), .rst_n(rst_n), .snd(snd), .cmd(cmd), .MISO(MISO), .SS_n(a2d_SS_n), .SCLK(SCLK), .MOSI(MOSI), .done(done), .resp(resp));
	typedef enum logic [1:0] {IDLE, TX, WAIT, RX} state_t;
	state_t state, nxt_state;
	always_ff@(posedge clk, negedge rst_n) begin
		if(!rst_n)
			state <= IDLE;
		else
			state <= nxt_state;
	end
	always_comb begin
		snd = 0;
		txn_end = 0;
		nxt_state = state; 
		case(state)
		IDLE: if(strt_cnv) begin
			  snd = 1;
			  nxt_state = TX;
		      end
		TX: if(done) begin
			nxt_state = WAIT;		 
		    end
		WAIT: begin
			snd = 1;			 
			nxt_state = RX;
		      end
		RX: if(done) begin
			txn_end = 1;
			nxt_state = IDLE;
		    end
		endcase
	end
	assign cmd = {2'b00, chnnl, 11'b0};	 
	always_ff@(posedge clk, negedge rst_n)
		if(!rst_n)
			cnv_cmplt <= 0;
		else if(snd)
			cnv_cmplt <= 0;
		else if(txn_end)
			cnv_cmplt <= 1;
	assign res = resp[11:0];
endmodule
module SCLK_div(clk, rst_n, ld_SCLK, SCLK, full, shft);
	input clk, rst_n, ld_SCLK;
	output logic SCLK, full, shft;
	logic [4:0] cnt;
	always_ff@(posedge clk, negedge rst_n) begin
		if(!rst_n)
			cnt <= 5'b10111;
		else if(ld_SCLK)
			cnt <= 5'b10111;		 
		else
			cnt <= cnt + 5'b1;
	end
	always_comb begin
		SCLK = cnt[4];
		shft = cnt[4] & ~cnt[3] & ~cnt[2] & ~cnt[1] & cnt[0];  
		full = &cnt;
	end
endmodule
module SPI_data_shreg(clk, init, shft, cmd, MISO, shft_reg);
	input clk, init, shft, MISO;
	input [15:0] cmd;
	output logic [15:0] shft_reg;
	always_ff@(posedge clk) begin
		casez({init, shft})
			2'b01: shft_reg <= {shft_reg[14:0], MISO};
			2'b1?: shft_reg <= cmd;
			default: shft_reg <= shft_reg;
		endcase
	end
endmodule
module SPI_mnrch(clk, rst_n, snd, cmd, MISO, 
		SS_n, SCLK, MOSI, done, resp );
	input clk, rst_n, snd, MISO;
	input [15:0] cmd;
	output logic done, SS_n, SCLK, MOSI;
	output logic [15:0] resp;
	typedef enum logic [1:0] {IDLE, ACTIVE, END} state_t;
	state_t state, nxt_state; 
	logic init, full, shft, ld_SCLK, set_done, done16;
	logic [15:0] sreg;
	SPI_data_shreg shftReg(.clk(clk), .init(init), .shft(shft), .cmd(cmd), .MISO(MISO), .shft_reg(sreg));
	bit_cntr5 cntr(.clk(clk), .shift(shft), .init(init), .done16(done16));
	SCLK_div clk_div(.clk(clk), .rst_n(rst_n),.ld_SCLK(ld_SCLK), .SCLK(SCLK), .shft(shft), .full(full));
	always_ff@(posedge clk, negedge rst_n) begin
		if(!rst_n)
			state <= IDLE;
		else
			state <= nxt_state;
	end
	always_comb begin
		nxt_state = state;
		set_done = 0;
		ld_SCLK = 1;
		init = 0;
		resp = sreg;
		MOSI = sreg[15];
		case(state)
		    IDLE: if(snd) begin
				nxt_state = ACTIVE;
				init = 1;
				ld_SCLK = 0;
			  end
			  else begin
			  end
		    ACTIVE: if(done16) begin
				nxt_state = END;
				ld_SCLK = 0;
			    end
			    else begin
				ld_SCLK = 0;
			    end
		    END: if(full) begin
				nxt_state = IDLE;
				set_done = 1;
				ld_SCLK = 1;
			 end
			 else begin
				ld_SCLK = 0;
			 end
		    default: nxt_state = IDLE;
		endcase
	end
	always@(posedge clk, negedge rst_n) begin
		if(!rst_n) begin
			SS_n <= '1;
			done <= 0;
		end
		else begin
			if(snd) begin
				SS_n <= 1'b0;
				done <= 1'b0;
			end
			else if(set_done) begin
				done <= 1'b1;
				SS_n <= 1'b1;
			end
		end
	end
endmodule
module bit_cntr5(clk, init, shift,
		done16);
	input clk, init, shift;
	output done16;
	logic [4:0] cnt;
	always@(posedge clk, posedge init) begin
		if(init)
			cnt <= '0;
		else if(shift)
			cnt <= cnt + 5'b1;
	end
	assign done16 = cnt[4];
endmodule
module slide_intf(clk, rst_n, MISO, SS_n, SCLK, MOSI, POT_LP, POT_B1, POT_B2, POT_B3, POT_HP, VOLUME);
	input logic clk, rst_n, MISO;
	output logic SS_n, SCLK, MOSI;
	output logic[11:0] POT_LP, POT_B1, POT_B2, POT_B3, POT_HP, VOLUME;
	typedef enum logic {SELECT_CHNL, CONVERT} state_t;
	state_t state, nxt_state;
	logic [2:0] cntr;
	logic skip, cntr_en, strt_cnv, cnv_cmplt;
	logic POT_LP_en, POT_B1_en, POT_B2_en, POT_B3_en, POT_HP_en, VOLUME_en;
	logic [11:0] res;
	A2D_intf A2D_interface(.clk(clk), .rst_n(rst_n), .strt_cnv(strt_cnv), .chnnl(cntr), .a2d_SS_n(SS_n), .SCLK(SCLK), .MOSI(MOSI), .MISO(MISO), .res(res), .cnv_cmplt(cnv_cmplt));
	always_ff@(posedge clk, negedge rst_n)
		if(!rst_n)
			state <= SELECT_CHNL;
		else
			state <= nxt_state;
	always_ff@(posedge clk, negedge rst_n)
		if(!rst_n)
			cntr <= 0;
		else if(cntr_en)
			cntr <= cntr+1;
	always_comb begin
		cntr_en = 0;
		strt_cnv = 0;
		nxt_state = state;
		case(state)
		SELECT_CHNL:  
				if(!skip & rst_n) begin
					nxt_state = CONVERT;
					strt_cnv = 1'b1;
				end
				else
					cntr_en = 1;
		CONVERT:
				if(cnv_cmplt) begin
					nxt_state = SELECT_CHNL;
					cntr_en = 1;
				end
		endcase
	end
	assign skip = (cntr == 3'b101) || (cntr == 3'b110);
	assign POT_LP_en = (cntr == 3'b001) & cnv_cmplt & ~strt_cnv;
	assign POT_B1_en = (cntr == 3'b000) & cnv_cmplt & ~strt_cnv;
	assign POT_B2_en = (cntr == 3'b100) & cnv_cmplt & ~strt_cnv;
	assign POT_B3_en = (cntr == 3'b010) & cnv_cmplt & ~strt_cnv;
	assign POT_HP_en = (cntr == 3'b011) & cnv_cmplt & ~strt_cnv;
	assign VOLUME_en = (cntr == 3'b111) & cnv_cmplt & ~strt_cnv;
	always_ff@(posedge clk, negedge rst_n) begin
		if(!rst_n) begin
			POT_LP <= 0;
			POT_B1 <= 0;
			POT_B2 <= 0;
			POT_B3 <= 0;
			POT_HP <= 0;
			VOLUME <= 0;
		end
		else if(POT_LP_en) POT_LP <= res;
		else if(POT_B1_en) POT_B1 <= res;
		else if(POT_B2_en) POT_B2 <= res;
		else if(POT_B3_en) POT_B3 <= res;
		else if(POT_HP_en) POT_HP <= res;
		else if(VOLUME_en) VOLUME <= res;
	end
endmodule
```
**design/flow/constraint.sdc**
```tcl
current_design slide_intf

set clk_period 3.0
set clk_io_pct 0.2

create_clock -name clk0 -period $clk_period [get_ports {clk}]

set non_clock_inputs [all_inputs -no_clocks]
set_input_delay [expr $clk_period * $clk_io_pct] -clock clk0 $non_clock_inputs
set_output_delay [expr $clk_period * $clk_io_pct] -clock clk0 [all_outputs]
```
**design/flow/run.sh**
```bash
#!/bin/bash
# OpenROAD 26Q1-2900-gdf79404cd8, Yosys 0.63+post, stock flow scripts
make -C /OpenROAD-flow-scripts/flow DESIGN_CONFIG=/design/flow/config.mk WORK_HOME=/design/flow/orfs finish
```
==> tab_implementation.tex <==
% Yosys + OpenROAD metrics
\begin{tabular}{lr}
\hline
Metric & Value \\
\hline
\multicolumn{2}{l}{\textbf{Outcome}} \\
\quad Result of the run & finished clean \\
\multicolumn{2}{l}{\textbf{Floorplan}} \\
\quad DIE WIDTH & approximately 110 µm \\
\quad Vertical die dimension & about 110 µm \\
\quad Core footprint & 10800 µm² \\
\quad Num ports & 78 \\
\quad Overall chip area & roughly 12000 µm² \\
\quad Num rows & 38 \\
\quad Fp\_density & 0.411 \\
\multicolumn{2}{l}{\textbf{Flow run}} \\
\quad Number of warning messages in the logs & 29 \\
\quad Maximum Capacitance Violations & 0 \\
\multicolumn{2}{l}{\textbf{Synth}} \\
\quad Cells after Synth & $\sim$290 \\
\quad Number of flops mapped to enable cells by yosys & 16 \\
\quad Yosys synthesis chip area & 4460 µm² \\
\quad Mapped cell area & $\sim$4500 µm² \\
\quad Proportion of synthesized chip area in sequential cells & 0.648 \\
\quad Most common reg cell & sky130\_fd\_sc\_hd\_\_dfrtp\_1 \\
\quad Post-synthesis sequential element count & roughly 110 \\
\quad Ranking of synthesized cells by instance count & sky130\_fd\_sc\_hd\_\_dfrtp\_1, sky130\_fd\_sc\_hd\_\_mux2\_2, sky130\_fd\_sc\_hd\_\_and2\_1, sky130\_fd\_sc\_hd\_\_edfxtp\_1, sky130\_fd\_sc\_hd\_\_mux2\_4 \\
\quad Distinct cell type count of the synthesized netlist & 38 \\
\quad Top cells, area & sky130\_fd\_sc\_hd\_\_dfrtp\_1, sky130\_fd\_sc\_hd\_\_mux2\_2, sky130\_fd\_sc\_hd\_\_edfxtp\_1, sky130\_fd\_sc\_hd\_\_dfstp\_2, sky130\_fd\_sc\_hd\_\_mux2\_4 \\
\quad Post-synth top area share & 0.499 \\
\quad Avg Synthesized Cell Area & about 16 µm² \\
\quad Cells in synth\_stat.txt & 286 \\
\quad Post-synthesis cell type with the largest combined area & sky130\_fd\_sc\_hd\_\_dfrtp\_1 \\
\quad Warnings, synthesis & 6 \\
\quad Share of flip-flops with an asynchronous set or reset & 0.857 \\
\quad Most frequent cell after synthesis & sky130\_fd\_sc\_hd\_\_dfrtp\_1 \\
\multicolumn{2}{l}{\textbf{GRT}} \\
\quad Total grt overflow & 0 \\
\quad Overall fraction of global-route tracks in use & 0.160 \\
\quad Initial antenna violation count & 0 \\
\quad Pin count of the biggest net entering global routing & between 60 and 70 \\
\quad Via count of the first global-routing pass & $\sim$2600 \\
\quad Wire length of the first global-routing pass & around 14000 µm \\
\multicolumn{2}{l}{\textbf{Placement}} \\
\quad Placed cell count & approximately 500 \\
\quad Post-detail-place hpwl & between 5000 and 6000 µm \\
\quad Number of I/O port buffers & between 70 and 80 \\
\quad Global placement routability congestion & between 0.7 and 0.8 \\
\quad Placed instance area & 5400 µm² \\
\quad Worst setup slack after placement & about 0.65 ns \\
\multicolumn{2}{l}{\textbf{Final timing}} \\
\quad Number of pins exceeding their max-slew limit in the final report & 0 \\
\quad Count of final setup violators & 0 \\
\quad Max Fclk & about 420 MHz \\
\quad Measured slew at the worst slew-check pin & around 0.75 ns \\
\quad Final-layout setup total negative slack & 0 ns \\
\quad Final hold slack & 0.0541 ns \\
\quad Final worst slack & 0.615 ns \\
\quad Clock period minus final worst setup slack & between 2 and 2.5 ns \\
\quad Max Clock Skew & around 0.015 ns \\
\quad Final critical-path share of the clock period & 0.795 \\
\quad Setup repair after global routing missed its margin & no \\
\quad Number of hold violations in the final report & 0 \\
\quad Worst slew margin relative to its limit & 0.499 \\
\multicolumn{2}{l}{\textbf{Worst setup path}} \\
\quad Setup CP Type & reg2reg \\
\quad Startpoint Class & flop \\
\quad Highest net fanout along the worst path & 22 \\
\quad Type of element capturing the critical path & flop \\
\quad Worst Path Required & 3.12 ns \\
\quad Slack of the worst reg-to-reg path & $\sim$0.61 ns \\
\quad Crit path arrival time & 2.51 ns \\
\multicolumn{2}{l}{\textbf{Clocking}} \\
\quad Cts-stage hold buffer count & 0 \\
\quad CTS clock-pin slew for the worst setup and hold paths & roughly 0.11 ns \\
\quad Total clock buffers created by CTS & 9 \\
\quad TritonCTS clock tree & yes \\
\quad CTS-repair resized insts & 0 \\
\quad Clock latency on the worst-skew pair & between 0.3 and 0.4 ns \\
\quad Maximum root-to-sink buffer count & 2 \\
\quad Post-CTS repair timing setup buffer count & 0 \\
\quad H-tree depth & 3 \\
\quad Library cell used as clock root buffer & sky130\_fd\_sc\_hd\_\_clkbuf\_8 \\
\quad Num Clock Sinks & roughly 110 \\
\multicolumn{2}{l}{\textbf{Drt}} \\
\quad Uppermost routed layer & met4 \\
\quad Total DRC errors in the routed layout & 0 \\
\quad Average wire length per cell after detail routing & approximately 16 µm \\
\quad Sum of met2 wire segment lengths after detailed routing & between 3000 and 4000 µm \\
\quad DR vias/cell & roughly 5 \\
\quad Number of DRC markers after the initial detailed-route iteration & 57 \\
\quad Detailed-routed wire length on met3 & between 300 and 400 µm \\
\quad Routed WL & between 8000 and 9000 µm \\
\quad Post-DRT Antenna Nets & 0 \\
\quad Detailed-router iteration count before antenna repair & 4 \\
\quad Number of vias after detailed routing & roughly 2500 \\
\quad Antenna cell count & 0 \\
\quad Met1 routed wirelength after detailed routing & between 4000 and 5000 µm \\
\multicolumn{2}{l}{\textbf{Layout}} \\
\quad Post-layout instance area & roughly 5600 µm² \\
\quad Share of cells above drive strength 1 & 0.301 \\
\quad \# fillers & 940 \\
\quad Number of flip-flops under the largest register name & 16 \\
\quad Synth-to-Final Area Change & 25.2\% \\
\quad Share of the core filled with cells & 0.515 \\
\quad Count of placed standard cells in the final layout, fillers left out & 516 \\
\multicolumn{2}{l}{\textbf{Power and ir drop}} \\
\quad Largest voltage drop on the vdd net & approximately 0.00033 V \\
\quad Leak & $\sim$2.4 nW \\
\quad Power, Total & between 4 and 5 mW \\
\quad Power density of the placed cells & about 820 nW/µm² \\
\multicolumn{2}{l}{\textbf{Worst hold path}} \\
\quad Type of the tightest min-delay check & in2async \\
\hline
\end{tabular}
[path summary, 6_finish.rpt]
path	start	end	cells after the start
worst max-delay path	cntr[1]	A2D_interface.SPI_intf.shftReg.shft_reg[13]	7
worst min-delay path	rst_n	VOLUME[0]	1
worst max register to register	cntr[1]	A2D_interface.SPI_intf.shftReg.shft_reg[13]	7
worst min register to register	A2D_interface.SPI_intf.state[0]	A2D_interface.SPI_intf.cntr.cnt[0]	2
max in group asynchronous	cntr[1]	A2D_interface.SPI_intf.cntr.cnt[1]	6
min in group clk0	A2D_interface.SPI_intf.clk_div.cnt[0]	A2D_interface.SPI_intf.clk_div.cnt[0]	1
[power by group]
group	internal (mW)	switching [mW]
clock	0.321	0.528
sequential	2.00	0.282
combinational	1.15	0.310
total	3.48	1.12
[layout by cell type (no fill, tap or decap), types with 2 or more instances in the layout]
master and count:
sky130_fd_sc_hd__a21o_1 2, sky130_fd_sc_hd__and2_1 16, sky130_fd_sc_hd__buf_4 7, sky130_fd_sc_hd__clkbuf_8 9, sky130_fd_sc_hd__clkdlybuf4s50_1 76, sky130_fd_sc_hd__clkinv_4 2
sky130_fd_sc_hd__dfrtp_1 89, sky130_fd_sc_hd__dfstp_2 7, sky130_fd_sc_hd__edfxtp_1 16, sky130_fd_sc_hd__ha_1 9, sky130_fd_sc_hd__inv_1 7, sky130_fd_sc_hd__inv_8 3
sky130_fd_sc_hd__mux2_2 67, sky130_fd_sc_hd__mux2_4 10, sky130_fd_sc_hd__nand2_1 8, sky130_fd_sc_hd__nand2b_1 6, sky130_fd_sc_hd__nand3_1 2, sky130_fd_sc_hd__nand4_1 3
sky130_fd_sc_hd__nor2_1 5, sky130_fd_sc_hd__nor2b_1 2, sky130_fd_sc_hd__o21a_1 2, sky130_fd_sc_hd__o21ai_0 5, sky130_fd_sc_hd__xnor2_1 6
[routing by layer]
metal,up-vias,track usage
met5,-,0
met4,0,0.0176
met3,9,0.0228
met2,69,0.236
met1,1265,0.274
li1,1170,-
[layout make-up]
class                   instances  area, µm²  share of cell area
clock buffers                   9        124              0.0222
clock inverters                 7       63.8              0.0114
inverters                       7       26.3             0.00471
multi-input cells             158       1490               0.267
flip-flops and latches        112       2890               0.518
well taps                     140        175              0.0314
repair buffers                 83        813               0.146
[cell families after synthesis]
group	synth area share
DFF	0.648
buffers and inverters	0.0188
AOI/OAI and AO/OA	0.0255
and+or+nand+nor	0.0654
muxes	0.203
xor gates and xnor gates	0.0137
adders and majority gates	0.0253
[critical path, stage by stage, from the launching register on]
cell                       delay (ns)
sky130_fd_sc_hd__dfrtp_1         0.44
sky130_fd_sc_hd__inv_1           0.10
sky130_fd_sc_hd__ha_1            0.27
sky130_fd_sc_hd__o21ai_0         0.17
sky130_fd_sc_hd__a31oi_1         0.38
sky130_fd_sc_hd__nand2b_1        0.19
sky130_fd_sc_hd__buf_4           0.24
sky130_fd_sc_hd__mux2_2          0.36
No activity file was given, so power comes from the tool's default toggle rates.
