<file path="flow/run.sh">
#!/bin/bash
# OpenROAD 26Q1-2900-gdf79404cd8, Yosys 0.63+post, stock flow scripts
make -C /OpenROAD-flow-scripts/flow DESIGN_CONFIG=/design/flow/config.mk WORK_HOME=/design/flow/orfs finish
</file>
<file path="flow/config.mk">
export PLATFORM = sky130hd
export DESIGN_NAME = I2S_Serf
export DESIGN_NICKNAME = I2S_Serf
export VERILOG_FILES = /design/flow/design.v
export SDC_FILE = /design/flow/constraint.sdc
export NUM_CORES = 4
export LEC_CHECK = 1
export CORE_UTILIZATION = 40
</file>
<file path="flow/constraint.sdc">
current_design I2S_Serf

set clk_period 2.3
set clk_io_pct 0.2

create_clock -name clk0 -period $clk_period [get_ports {clk}]

set non_clock_inputs [all_inputs -no_clocks]
set_input_delay [expr $clk_period * $clk_io_pct] -clock clk0 $non_clock_inputs
set_output_delay [expr $clk_period * $clk_io_pct] -clock clk0 [all_outputs]
</file>
<file path="flow/design.v">
module I2S_Serf(clk,rst_n,I2S_sclk,I2S_ws,I2S_data,lft_chnnl,rght_chnnl,vld);
	input clk,rst_n;
	input I2S_sclk;
	input I2S_ws;
	input I2S_data;
	output [23:0] lft_chnnl;
	output [23:0] rght_chnnl;
	output reg vld;
	reg sclk_ff1,sclk_ff2,sclk_ff3;
	wire sclk_rise;
	assign sclk_rise=~sclk_ff3&sclk_ff2;
	always_ff@(posedge clk,negedge rst_n)begin
		if(!rst_n)begin
			sclk_ff1<=0;
			sclk_ff2<=0;
			sclk_ff3<=0;
		end
		else begin
			sclk_ff1<=I2S_sclk;
			sclk_ff2<=sclk_ff1;
			sclk_ff3<=sclk_ff2;
		end
	end
	reg ws_ff1,ws_ff2,ws_ff3;
	wire ws_fall;
	assign ws_fall=ws_ff3&~ws_ff2;
	always_ff@(posedge clk,negedge rst_n)begin
		if(!rst_n)begin
			ws_ff1<=1;
			ws_ff2<=1;
			ws_ff3<=1;
		end
		else begin
			ws_ff1<=I2S_ws;
			ws_ff2<=ws_ff1;
			ws_ff3<=ws_ff2;
		end
	end
	reg [4:0] bit_cntr;
	reg clr_cnt;
	wire eq23,eq24;
	always_ff@(posedge clk)begin
		bit_cntr<=clr_cnt?0:(sclk_rise?bit_cntr+1:bit_cntr);
	end
	assign eq23=(bit_cntr==5'd23)?1:0;
	assign eq24=(bit_cntr==5'd24)?1:0;
	reg [47:0] shft_reg;
	assign lft_chnnl=shft_reg[47:24];
	assign rght_chnnl=shft_reg[23:0];
	always_ff@(posedge clk)begin
		shft_reg<=sclk_rise?{shft_reg[46:0],I2S_data}:shft_reg;
	end
	typedef enum reg [2:0] {not_synch,synching,left_data,right_data,synch_check} state_I2S;
	state_I2S state,nxt_state;
	always_ff@(posedge clk,negedge rst_n)begin
		if(!rst_n)begin
			state<=not_synch;
		end
		else
			state<=nxt_state;
	end
	always_comb begin
		vld=0;
		clr_cnt=0;
		nxt_state=state;
		case (state)
			not_synch:begin
				if(ws_fall)
					nxt_state=synching;
			end
			synching:begin  
				if(sclk_rise)begin
					nxt_state=left_data;
					clr_cnt=1;
				end
			end
			left_data:begin  
				if(eq24)begin
					nxt_state=right_data;
					clr_cnt=1;
				end
				end
			right_data:begin
				if(eq23&I2S_ws)  
					nxt_state=synch_check;
				else if(eq23&~I2S_ws) 
					nxt_state=not_synch;
			end
			synch_check:begin
				if(eq24&~I2S_ws)begin  
					nxt_state=left_data;
					clr_cnt=1;
					vld=1;
				end
				else if(eq24&I2S_ws)
					nxt_state=not_synch;
			end
			default:nxt_state=not_synch;
		endcase
	end
endmodule
</file>
==> run notes <==
run results: status=completed, share of layout cells above drive strength 1=0.157, Mean Syn Cell Area=19.3 sq um, total track usage=0.137, worst min-delay path category=reg2reg, io pins=54, Worst Setup SP=bit_cntr[0]$_SDFFE_PP0N_, worst reg2reg startpoint=sclk_ff3$_DFF_PN0_, Post-synth EDFFs=48, tool warnings=26, Die Y=approximately 75 microns, largest net degree at the start of global routing=38, final hold vios=0, final RePlAce weighted congestion=0.730, row count=26, Total Power=approximately 2.4 mW, Top cells by area=edfxtp_1, dfrtp_1, dfstp_2, dfxtp_1, ha_1, CP peak stage delay=0.45 ns, vias in the first global route=around 1.1k, Core Area=just over 0.005 sq mm, LEAKAGE=1.04 nW, Crit-path slowest cell=clkdlybuf4s50_1, Layout Skew=0.00875 ns, dpl ws=0.121 ns, final setup violation count=0, period utilisation layout=0.955, ys cells=110, CP Capture Point=vld, Fill cells=387, Clock Path Buffers=2, die width=~75 microns, R2R setup slack=0.92 ns, crit path kind=reg2out, FMAX=roughly 460 MHz, Via density=approximately 4.6, chip area=about 0.0056 sq mm, GRT overflow=0, dominant logic cell types in the final layout=clkdlybuf4s50_1, edfxtp_1, clkbuf_8, WL final=3.34 mm, Synth-to-Final Area Change=37.4%, worst setup margin=0.103 ns, YS chip area=0.00213 sq mm, CTS tree=yes, Routed Antenna Nets=0, DR vias=1151, worst hold path depth=0, maximum VDD drop=476 uV, slew margin rel.=0.697, Antenna Cells=0, max_cap viols=0, CTS clk-pin slew, worst paths=0.06 ns, Yosys reg bits=about 64, Unique cell types=30, fp util=0.416, CP max FO=5, fin. max-slew vios=0, synth warn=1, Power per Cell Area=808 mW/mm^2, routed len/inst=between 10 and 15 microns, # port buffers=53, DP HPWL=2.14 mm, clk latency of the worst-skew pair=0.32 ns, fin util=0.572, Final min period=2.20 ns, global-route wire length before repair=5.35 mm, htree depth=3, setup TNS=0 ns, DRT iter0 DRCs=40, Yosys top cell by area=edfxtp_1, Commonest flop=edfxtp_1, CP Cell Sequence=inv_1, ha_2, and4b_4, and2_4, clkdlybuf4s50_1, total clock sinks=64, Synth Seq Share=0.856, Worst Max-Slew Pin Slew=roughly 0.45 ns, launch point of the worst hold path=sclk_ff1$_DFF_PN0_, Top cell excl fill/tap=clkdlybuf4s50_1, crit start category=flop, worst path required time=~1.8 ns, Root Buffer=clkbuf_8, CP Capture Type=output port, Synth Cell Area=0.00213 sq mm, Synth Instances=110, asr flop ratio synth=0.172, crit path DAT=1.74 ns, initial antenna violation count=0, DRC=0, reg2reg path depth=3, CTS Buf Count=9, max reg flops=48, first drt pass iteration count=4, area share of the largest cell type after synthesis=0.678, reg2reg end=shft_reg[20]$_DFFE_PN_
[cell type report]
class	count	area [sq um]	area share
Clock inverter	5	26.3	0.00899
Inverter	5	18.8	0.00642
Tap cell	70	87.6	0.0300
Timing Repair Buffer	56	566	0.194
Clock buffer	9	124	0.0424
Sequential cell	64	1820	0.624
Multi-Input combinational cell	39	275	0.0942
[power breakdown]
group | switching, mW | internal (mW)
combinational | 0.0851 | 0.127
clock | 0.373 | 0.368
sequential | 0.0690 | 1.34
total | 0.527 | 1.83
[through the flow]
| stage | std cells | hold slack [ns] | area (sq um) |
|---|---|---|---|
| finish | 248 | 0.349 | 2920 |
| global route | 248 | 0.354 | 2920 |
| CTS | 247 | 0.349 | 2910 |
| detailed placement | 233 | 0.335 | 2760 |
| global placement | 233 | 0.334 | 2760 |
| floorplan | 110 | 0.164 | 2130 |
[routing by layer]
layer | up-vias | track usage | part of all wire
met5 | - | 0 | 0
met4 | 0 | 0.0377 | 0.035
met3 | 12 | 0.0393 | 0.071
met2 | 47 | 0.180 | 0.41
met1 | 541 | 0.249 | 0.49
li1 | 551 | - | -
[synth_stat cells (2+ instances only)]
master	n
a21oi_1	4
ha_1	2
nand3_1	2
dfstp_2	4
dfxtp_1	5
inv_1	5
dfrtp_1	7
or4_1	2
nand3b_1	2
a31oi_1	2
nand2_1	6
edfxtp_1	48
o21ai_0	4
[critical path, delay by kind of cell, from the launching register on]
kind                     cells  cell delay, ns
AND/OR/NAND/NOR              2            0.41
buffers and inverters        2            0.51
adder cells (fa/ha/maj)      1            0.17
flip-flops                   1            0.34
[what timing repair did]
item | CTS | global route
hold endpoints to repair | 0 | 0
resized | 0 | 4
setup buffers | 0 | 1
hold buffers | 0 | 0
setup endpoints to repair | 0 | 1
[worst min path at each step]
stage / endpoint / slack (ns)
6_report: sclk_ff2$_DFF_PN0_ / 0.35
5_1_grt: sclk_ff2$_DFF_PN0_ / 0.35
4_1_cts: sclk_ff2$_DFF_PN0_ / 0.35
[logic make-up after synthesis]
family,count (synthesis),synth area share
AND-OR/OR-AND,15,0.0447
AND/OR/NAND/NOR,22,0.0706
buffers and inverters,7,0.0165
adder cells (fa/ha/maj),2,0.0118
flip-flops,64,0.856
No activity file was given, so power comes from the tool's default toggle rates.
