<file path="flow/design.v">
module PDM(clk,rst_n,duty,PDM,PDM_n);
	input clk;
	input rst_n;
	input [15:0] duty;
	output reg PDM;
	output reg PDM_n;
	reg [15:0] duty_ff;
	reg [15:0] accum_ff;
	wire [15:0] duty_ff_inverse;
	wire comparison;
	assign duty_ff_inverse=(comparison?16'hffff:16'h0000)-duty_ff;
	assign comparison=(duty_ff>=accum_ff)?1:0;  
	always_ff@(posedge clk, negedge rst_n)begin
		if(!rst_n)
			duty_ff<=0;
		else
			duty_ff<=duty;
	end
	always_ff@(posedge clk, negedge rst_n)begin
		if(!rst_n)
			accum_ff<=0;
		else
			accum_ff<=accum_ff+duty_ff_inverse;
	end
	always_ff@(posedge clk, negedge rst_n)begin
		if(!rst_n)begin
			PDM<=0;
			PDM_n<=1;
		end
		else begin
			PDM<=comparison;
			PDM_n<=~comparison;
		end
	end
endmodule
module spkr_drv(clk,rst_n,vld,lft_chnnl,rght_chnnl,lft_PDM,
                rght_PDM,lft_PDM_n,rght_PDM_n);
  input clk, rst_n;
  input vld;			 
  input signed [15:0] lft_chnnl;
  input signed [15:0] rght_chnnl;
  output lft_PDM;
  output rght_PDM;
  output lft_PDM_n;
  output rght_PDM_n;
  reg signed [15:0] lft_reg, rght_reg;
  always_ff @(posedge clk, negedge rst_n)
    if (!rst_n) begin
	  lft_reg <= 16'h0000;
	  rght_reg <= 16'h0000;
	end else if (vld) begin
	  lft_reg <= lft_chnnl ^ 16'h8000;		 
	  rght_reg <= rght_chnnl ^ 16'h8000;	 
	end
  PDM iLft(.clk(clk),.rst_n(rst_n),.duty(lft_reg),.PDM(lft_PDM),.PDM_n(lft_PDM_n));
  PDM iRght(.clk(clk),.rst_n(rst_n),.duty(rght_reg),.PDM(rght_PDM),.PDM_n(rght_PDM_n));
endmodule
</file>
<file path="flow/run.sh">
#!/bin/bash
# OpenROAD 26Q1-2900-gdf79404cd8, Yosys 0.63+post, stock flow scripts
make -C /OpenROAD-flow-scripts/flow DESIGN_CONFIG=/design/flow/config.mk WORK_HOME=/design/flow/orfs finish
</file>
<file path="flow/config.mk">
export PLATFORM = sky130hd
export DESIGN_NAME = spkr_drv
export DESIGN_NICKNAME = spkr_drv
export VERILOG_FILES = /design/flow/design.v
export SDC_FILE = /design/flow/constraint.sdc
export NUM_CORES = 4
export LEC_CHECK = 1
export CORE_UTILIZATION = 30
</file>
<file path="flow/constraint.sdc">
current_design spkr_drv

set clk_period 10.4
set clk_io_pct 0.2

create_clock -name clk0 -period $clk_period [get_ports {clk}]

set non_clock_inputs [all_inputs -no_clocks]
set_input_delay [expr $clk_period * $clk_io_pct] -clock clk0 $non_clock_inputs
set_output_delay [expr $clk_period * $clk_io_pct] -clock clk0 [all_outputs]
</file>
==> run_results.csv <==
group,metric,value,unit
detailed_routing,n_antenna_cell,0,
global_routing,grt_pass1_vias,3640,
floorplanning,fp_util,30.5,%
sta,slew_violations,0,
cells_and_area,final_cell_count_no_fill,767,
clock_network,cts-resized-gates,0,
detailed_routing,drt_iter0_drc,109,
cells_and_area,layout.cells.most_common,"dfrtp_1",
floorplanning,rows,50,
synthesis,ys.flop_type,"dfrtp_1",
sta,setup_viol,0,
clock_network,clkLatencyLatePin,0.35,ns
setup_path,r2r_slack,6.02,ns
setup_path,critPathArrivalTime,4.59,ns
sta,slew_headroom,47.6,%
clock_network,cts_sinks,100,
synthesis,synthCells,479,
setup_path,path_class,"reg2reg",
detailed_routing,firstDrtPassIters,4,
clock_network,cts_tree,"yes",
setup_path,crit_required,10.61,ns
setup_path,startpoint,"iRght.accum_ff[0]",
floorplanning,fp.dieW,140,um
clock_network,postCtsSetupBuffers,0,
synthesis,syn_area,5710,um^2
detailed_routing,wl_per_cell,12.6,um
clock_network,clockBufferDepth,2,
cells_and_area,drive_gt1_share,11.4,%
detailed_routing,finalWirelength,9630,um
synthesis,yosys.stat.seqShare,43.8,%
clock_network,clock-root-buffer,"clkbuf_16",
placed_design,placed_cells,751,
setup_path,start_kind,"flop",
setup_path,r2r_cells,15,
sta,worstMarginPinSlew,0.785,ns
global_routing,grt_pass1_wl,17100,um
cells_and_area,logic_area,2900,um^2
global_routing,grt_max_degree,61,
detailed_routing,via_per_inst,4.43,
sta,fmax,228,MHz
synthesis,top_cell_area_share,42.9,%
setup_path,end_kind,"flop",
synthesis,ys_async_sr_fraction,100,%
synthesis,yosys-stat-area,5710,um^2
clock_network,clk_pin_slew_worst_paths,0.07,ns
placed_design,hpwlAfterDp,7260,um
synthesis,yosysUniqueCellTypes,42,
floorplanning,die_y,140,um
global_routing,globalRouteTotalUtil,11.2,%
floorplanning,die-area,19600,um^2
min_path,holdCritPathClass,"reg2reg",
cells_and_area,layout_top_cells,"98 x dfrtp_1, 79 x inv_1, 64 x ha_1",
floorplanning,core,18700,um^2
synthesis,top_cells_by_area,"dfrtp_1 43%, ha_1 14%, fa_1 11%, mux2_2 5.9%, inv_1 5.2%",
setup_path,regToRegStartpoint,"iRght.accum_ff[0]",
synthesis,yosys_cells,479,
detailed_routing,drcViolationCount,0,
synthesis,ys_seq_elements,100,
status,status,"finished, final reports clean",
synthesis,synth_area_leader_cell,"dfrtp_1",
synthesis,edf_count,0,
setup_path,endpoint,"iRght.accum_ff[9]",
cells_and_area,fillers,1777,
detailed_routing,antenna_left,0,
placed_design,io_buffers,38,
sta,skew,0.00890,ns
sta,timing.final.crit_period,4.38,ns
global_routing,grt_overflow,0,
placed_design,place_congestion,0.864,
clock_network,htree_num_levels,3,
setup_path,reg2reg_to,"iRght.accum_ff[9]",
sta,fin_tns_setup,0,ns
cells_and_area,seqCellArea,2500,um^2
cells_and_area,area_growth_syn_to_layout,17.0,%
floorplanning,num_io_pins,39,
clock_network,cts_made_buffers,9,
global_routing,grt_antenna_before_repair,0,
setup_path,crit_path_max_fanout,16,
clock_network,postCtsHoldBufs,0,
job,drv_cap,0,
sta,finalCritPeriodShare,42.1,%
job,tool_warnings,27,
synthesis,yosysWarnings,2,
sta,rsz0062_at_grt,"no",
sta,hold_viol_final,0,
detailed_routing,vias,3400,
synthesis,synth_area_per_cell,11.9,um^2
area by class of cell:
type / instances / area share (%)
multi-input cells: 296 / 43.3
well taps: 234 / 4.38
inverters: 79 / 4.44
clock buffers: 9 / 3.37
clock inverters: 7 / 0.880
flip-flops and latches: 100 / 37.5
repair buffers: 42 / 6.10
per-stage QoR:
| stage | hold slack (ns) | worst slack (ns) | instance area (um^2) | util, % |
|---|---|---|---|---|
| floorplan | 0.350 | 6.19 | 5710 | - |
| global placement | 0.358 | 6.06 | 6400 | 34.2 |
| detailed placement | 0.359 | 6.01 | 6400 | 34.2 |
| CTS | 0.374 | 5.99 | 6680 | 35.7 |
| global route | 0.388 | 5.62 | 6680 | 35.7 |
| finish | 0.372 | 6.02 | 6680 | 35.7 |
logic make-up after synthesis:
logic type,synth area share [%]
DFF,43.8
adders and majority gates,24.5
AOI/OAI and AO/OA,10.5
buffers and inverters,5.45
and+or+nand+nor,4.23
xor gates and xnor gates,5.21
muxes,6.26
per-layer routing:
layer,up-vias,GRT usage [%],part of all wire (%)
li1,1704,-,-
met2,62,15.8,42
met3,4,2.89,6.1
met4,0,1.10,0.65
met5,-,0,0
met1,1630,18.2,52
cells in the mapped netlist (2+ instances only):
cell type / n
nor2b_1: 3
o21ai_1: 4
fa_1: 30
clkbuf_1: 4
a21o_1: 9
o21bai_1: 7
xor2_1: 10
a2111oi_0: 2
dfstp_2: 2
xnor2_1: 24
mux2_2: 30
o221ai_1: 2
a21oi_2: 3
o21a_1: 5
nor3_1: 4
nand2_1: 14
a21boi_0: 2
ha_1: 64
nand3_1: 3
inv_1: 79
and4_1: 2
nand4_1: 4
o211ai_1: 5
mux2i_1: 2
nor2_1: 14
dfrtp_1: 98
o21ai_0: 8
a21oi_1: 31
how the worst min path moves through the flow:
stage                start                end  slack, ns  cells after the start
CTS             lft_reg[0]    iLft.duty_ff[0]       0.37                      0
finish          lft_reg[0]    iLft.duty_ff[0]       0.37                      0
global route  rght_reg[14]  iRght.duty_ff[14]       0.39                      0
worst max-delay path, stage by stage (launching register included):
cell and delay, ns:
dfrtp_1 0.35, inv_1 0.05, ha_1 0.30, nand2b_4 0.15, a2111oi_4 0.34, o31ai_2 0.13
a211oi_4 0.25, inv_1 0.40, fa_1 0.63, ha_1 0.32, a21o_1 0.17, a21oi_2 0.24
o21ai_1 0.12, a2111oi_0 0.47, nor3_1 0.14, xor2_1 0.18
